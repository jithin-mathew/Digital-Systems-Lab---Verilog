File: design/flow/run.sh
#!/bin/bash
# OpenROAD 26Q1-2900-gdf79404cd8, Yosys 0.63+post, stock flow scripts
make -C /OpenROAD-flow-scripts/flow DESIGN_CONFIG=/design/flow/config.mk WORK_HOME=/design/flow/orfs finish
File: design/flow/config.mk
export PLATFORM = sky130hd
export DESIGN_NAME = bcd_adder
export DESIGN_NICKNAME = bcd_adder
export VERILOG_FILES = /design/flow/design.v
export SDC_FILE = /design/flow/constraint.sdc
export NUM_CORES = 4
export LEC_CHECK = 1
export CORE_AREA = 10 10 70 70
export DIE_AREA = 0 0 80 80
File: design/flow/constraint.sdc
current_design bcd_adder

set clk_period 4.9
set clk_io_pct 0.2

create_clock -name clk0 -period $clk_period

set non_clock_inputs [all_inputs -no_clocks]
set_input_delay [expr $clk_period * $clk_io_pct] -clock clk0 $non_clock_inputs
set_output_delay [expr $clk_period * $clk_io_pct] -clock clk0 [all_outputs]
File: design/flow/design.v
module bcd_adder(a,b,carry_in,sum,carry);
	input [3:0] a,b;
	input carry_in;
	output [3:0] sum;
	output carry;
	reg [4:0] sum_temp;
	reg [3:0] sum;
	reg carry;
	always @(a,b,carry_in)
	begin
		sum_temp = a+b+carry_in; 
		if(sum_temp > 9)
		begin
			sum_temp = sum_temp+6;  
			carry = 1;  
			sum = sum_temp[3:0];
		end
		else
		begin
			carry = 0;
			sum = sum_temp[3:0];
		end
	end
endmodule
module tb_bcdadder;
	reg [3:0] a;
	reg [3:0] b;
	reg carry_in;
	wire [3:0] sum;
	wire carry;
	bcd_adder uut (.a(a),.b(b),.carry_in(carry_in),.sum(sum),.carry(carry));
	initial begin
	$monitor("A = %b ,B= %b , Sum = %b , carry = %b ",a,b,sum,carry);
	$dumpfile("bcd.vcd");
	$dumpvars;	
a = 0; b = 0; carry_in = 0;#5
a = 0; b = 1; carry_in = 0;#5
a = 0; b = 2; carry_in = 0;#5
a = 0; b = 3; carry_in = 0;#5
a = 0; b = 4; carry_in = 0;#5
a = 0; b = 5; carry_in = 0;#5
a = 0; b = 6; carry_in = 0;#5
a = 0; b = 7; carry_in = 0;#5
a = 0; b = 8; carry_in = 0;#5
a = 0; b = 9; carry_in = 0;#5
a = 1; b = 0; carry_in = 0;#5
a = 1; b = 1; carry_in = 0;#5
a = 1; b = 2; carry_in = 0;#5
a = 1; b = 3; carry_in = 0;#5
a = 1; b = 4; carry_in = 0;#5
a = 1; b = 5; carry_in = 0;#5
a = 1; b = 6; carry_in = 0;#5
a = 1; b = 7; carry_in = 0;#5
a = 1; b = 8; carry_in = 0;#5
a = 1; b = 9; carry_in = 0;#5
a = 2; b = 0; carry_in = 0;#5
a = 2; b = 1; carry_in = 0;#5
a = 2; b = 2; carry_in = 0;#5
a = 2; b = 3; carry_in = 0;#5
a = 2; b = 4; carry_in = 0;#5
a = 2; b = 5; carry_in = 0;#5
a = 2; b = 6; carry_in = 0;#5
a = 2; b = 7; carry_in = 0;#5
a = 2; b = 8; carry_in = 0;#5
a = 2; b = 9; carry_in = 0;#5
a = 3; b = 0; carry_in = 0;#5
a = 3; b = 1; carry_in = 0;#5
a = 3; b = 2; carry_in = 0;#5
a = 3; b = 3; carry_in = 0;#5
a = 3; b = 4; carry_in = 0;#5
a = 3; b = 5; carry_in = 0;#5
a = 3; b = 6; carry_in = 0;#5
a = 3; b = 7; carry_in = 0;#5
a = 3; b = 8; carry_in = 0;#5
a = 3; b = 9; carry_in = 0;#5
a = 4; b = 0; carry_in = 0;#5
a = 4; b = 1; carry_in = 0;#5
a = 4; b = 2; carry_in = 0;#5
a = 4; b = 3; carry_in = 0;#5
a = 4; b = 4; carry_in = 0;#5
a = 4; b = 5; carry_in = 0;#5
a = 4; b = 6; carry_in = 0;#5
a = 4; b = 7; carry_in = 0;#5
a = 4; b = 8; carry_in = 0;#5
a = 4; b = 9; carry_in = 0;#5
a = 5; b = 0; carry_in = 0;#5
a = 5; b = 1; carry_in = 0;#5
a = 5; b = 2; carry_in = 0;#5
a = 5; b = 3; carry_in = 0;#5
a = 5; b = 4; carry_in = 0;#5
a = 5; b = 5; carry_in = 0;#5
a = 5; b = 6; carry_in = 0;#5
a = 5; b = 7; carry_in = 0;#5
a = 5; b = 8; carry_in = 0;#5
a = 5; b = 9; carry_in = 0;#5
a = 6; b = 0; carry_in = 0;#5
a = 6; b = 1; carry_in = 0;#5
a = 6; b = 2; carry_in = 0;#5
a = 6; b = 3; carry_in = 0;#5
a = 6; b = 4; carry_in = 0;#5
a = 6; b = 5; carry_in = 0;#5
a = 6; b = 6; carry_in = 0;#5
a = 6; b = 7; carry_in = 0;#5
a = 6; b = 8; carry_in = 0;#5
a = 6; b = 9; carry_in = 0;#5
a = 7; b = 0; carry_in = 0;#5
a = 7; b = 1; carry_in = 0;#5
a = 7; b = 2; carry_in = 0;#5
a = 7; b = 3; carry_in = 0;#5
a = 7; b = 4; carry_in = 0;#5
a = 7; b = 5; carry_in = 0;#5
a = 7; b = 6; carry_in = 0;#5
a = 7; b = 7; carry_in = 0;#5
a = 7; b = 8; carry_in = 0;#5
a = 7; b = 9; carry_in = 0;#5
a = 8; b = 0; carry_in = 0;#5
a = 8; b = 1; carry_in = 0;#5
a = 8; b = 2; carry_in = 0;#5
a = 8; b = 3; carry_in = 0;#5
a = 8; b = 4; carry_in = 0;#5
a = 8; b = 5; carry_in = 0;#5
a = 8; b = 6; carry_in = 0;#5
a = 8; b = 7; carry_in = 0;#5
a = 8; b = 8; carry_in = 0;#5
a = 8; b = 9; carry_in = 0;#5
a = 9; b = 0; carry_in = 0;#5
a = 9; b = 1; carry_in = 0;#5
a = 9; b = 2; carry_in = 0;#5
a = 9; b = 3; carry_in = 0;#5
a = 9; b = 4; carry_in = 0;#5
a = 9; b = 5; carry_in = 0;#5
a = 9; b = 6; carry_in = 0;#5
a = 9; b = 7; carry_in = 0;#5
a = 9; b = 8; carry_in = 0;#5
a = 9; b = 9; carry_in = 0;
	end
endmodule
==> flow_summary.ini <==
; physical design summary
[sta]
fmaxAchievable_ghz = 0.2106
period_used_pct = 96.89
relSlewSlack_pct = 72.41
setup_violations = 0
rsz0062_at_grt = no
finalCriticalPeriod_ns = 4.748
finalHoldViolations = 0
drv_slew = 0
tightest_slew_ns = 0.4139

[cells_and_area]
ff_count = 0
nClkBuffers = 0
fin_cells = 85
n_fill_cell = 393
fin_util_pct = 13.19
regArea_um2 = 0
drive_gt1_share_pct = 20.51
syn_to_final_growth_pct = 113.0

[run]
warnings = 32
cap_viol_max_count = 0

[grt]
grtUsageTotal_pct = 2.058
antenna_found_initial = 0
grt_pass1_wl_mm = 1.090
overflow = 0
grt_pass1_vias = 235
grt_max_degree = 5

[floorplan]
dieArea_mm2 = 0.006400
ioPinCount = 14
floorplan.core_util_pct = 6.190
core_mm2 = 0.003416
die_w_um = 80
fp.dieH_um = 80
rows = 21

[pwr]
clockPowerShare_pct = 0
internal-power_mw = 0.04861
p_seq_share_pct = 0
p_total_mw = 0.07542
p_sw_mw = 0.02681
swShare_pct = 35.55
power.leakage_nw = 0.1865
p_comb_share_pct = 100.0
peakVddDrop_mv = 0.03607
p_per_area_mw_per_mm2 = 167.4

[route]
wl_per_cell_um = 8.329
n_antenna_cell = 0
avgViaCountPerCell = 2.635
drc_errors = 0
dr.first_iter.drc_count = 3
routed_wl_um = 708
num_vias = 224
antenna_left = 0
drt_pass1_iterations = 2

[synthesis]
ys_seq_share_pct = 0
ys.warnings.count = 1
synthCells = 22
ys_cells = 22
postSynthAreaPerCell_um2 = 9.612
synth_cell_types = 14
top_cell = ha_1
area_leaders = ha_1, fa_1, o31ai_4, xnor2_1, a21oi_1
synth_area_um2 = 211.5
synthTopCellsByCount = ha_1, a21oi_1, fa_1, inv_1, xnor2_1
largest_area_cell = ha_1
synth_top_area_share_pct = 23.67
yosys-stat-area_um2 = 211.5

[setup_path]
startpoint_type = input port
path_buffers = 4
critPathArrivalTime_ns = 3.77
cp.required_ns = 3.92
cp_max_fo = 3
crit_chain = clkdlybuf4s50_1, fa_2, fa_2, inv_1, ha_1, a31o_1, o31ai_4, buf_4, clkdlybuf4s50_1
critPathTopFamily = adder cells
criticalPathCategory = input port to output pin
slowest_stage = fa_2
end_kind = output pin
max_stage_delay_ns = 0.52

[placed_design]
place.gp.congestion = 0.7926
io_buffers = 14
place_hpwl_um = 635.2
placed_cells = 83

[worst_hold_path]
hold_class = input port to output pin
min-delay-start = b[3]
hold_depth = 6
hold_end = sum[1]

[clock_tree]
cts_hold_buffers = 0

[outcome]
status = finished, final reports clean
[power by group through the flow]
stage | registers, mW | logic (mW) | clock network [mW]
4_1_cts | 0 | 0.0720 | 0
5_1_grt | 0 | 0.0854 | 0
6_report | 0 | 0.0754 | 0
[repair_timing]
action                                  4_1_cts  5_1_grt
endpoints found under the setup margin        1        3
pin swaps                                     1        3
resized                                       0        6
setup buffers                                 0        2
[how the worst max path moves through the flow]
stage	startpoint	to	slack (ns)	depth (start not counted)
after global routing	carry_in	sum[3]	0.01	9
after CTS	a[0]	sum[2]	0.02	9
final	carry_in	carry	0.15	9
[placed cells by master (no fill, tap or decap), drive strengths merged]
cell type	count
fa	2
ha	4
a21oi	3
xnor2	2
o22ai	1
a2111oi	1
clkdlybuf4s50	12
nor2b	1
dlymetal6s2s	2
a31o	1
mux2i	1
nand3	1
inv	2
and3	1
buf	3
a21o	1
o31ai	1
[stage by stage]
step	worst slack, ns	area, um2	TNS, ns	hold slack (ns)
after detailed placement	-0.05128	416.7	-0.05128	3.105
after CTS	0.02097	416.7	0	3.103
after global routing	0.01055	450.4	0	2.970
final	0.1524	450.4	0	2.919
after global placement	-0.01627	416.7	-0.01627	3.093
after floorplan	1.062	211.5	0	2.089
[layer usage]
metal	vias to the layer above	GRT usage, %	share of wire, %
met5	-	0	0
met3	0	1.818	21
met1	91	2.780	48
met2	13	2.488	31
li1	120	-	-
met4	0	0	0
[area by class of cell]
| type | count | area [um2] | area share (%) |
|---|---|---|---|
| Inverter | 2 | 7.507 | 1.667 |
| Timing Repair Buffer | 17 | 167.7 | 37.22 |
| Multi-Input combinational cell | 20 | 217.7 | 48.33 |
| Tap cell | 46 | 57.56 | 12.78 |
[cell families after synthesis]
kind of cell,after synthesis,share of synthesized area (%)
compound gates,8,32.55
fa+ha+maj,6,42.61
simple gates,3,8.286
xor+xnor,2,8.286
buf+inv,2,3.552
mux,1,4.734
[tightest hold or removal path, stage by stage]
cell	delay (ns)
clkdlybuf4s50_1	0.46
ha_1	0.13
a21oi_1	0.09
o31ai_4	0.09
xnor2_1	0.07
dlymetal6s2s_1	0.12
